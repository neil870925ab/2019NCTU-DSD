[design/flow/config.mk]
export PLATFORM = sky130hd
export DESIGN_NAME = HW3_FPMUL_754SP
export DESIGN_NICKNAME = HW3_FPMUL_754SP
export VERILOG_FILES = /design/flow/design.v
export SDC_FILE = /design/flow/constraint.sdc
export NUM_CORES = 4
export LEC_CHECK = 1
export CORE_UTILIZATION = 30
[design/flow/run.sh]
#!/bin/bash
# OpenROAD 26Q1-2900-gdf79404cd8, Yosys 0.63+post, stock flow scripts
make -C /OpenROAD-flow-scripts/flow DESIGN_CONFIG=/design/flow/config.mk WORK_HOME=/design/flow/orfs finish
[design/flow/design.v]
module HW3_FPMUL_754SP(Clk, St, FPmplier, FPmcand, Done, Ovf, Unf, FPproduct);
	input Clk, St;
	input [31:0] FPmplier, FPmcand;
	output reg [31:0] FPproduct;
	output reg Ovf, Unf, Done;
	wire [47:0] mult_out;
	wire [8:0] expo_out;		 
	reg [22:0] F;
	reg [8:0] E, E_biased;
	reg S;
	reg [1:0] state;
	initial begin
		FPproduct = 32'b0;
		E = 9'b0;
		E_biased = 9'b0;
		S = 1'b0;
		state = 2'b0;
	end
	assign mult_out = ({1'b1, FPmplier[22:0]}) * ({1'b1, FPmcand[22:0]});
	assign expo_out = (FPmplier[30:23] - 8'd127) + (FPmcand[30:23] - 8'd127);
	always @ (posedge Clk)	begin
		Done = 1'b0;
		Ovf = 1'b0;
		Unf = 1'b0;
		case(state)
			0: begin
				if(St == 1'b0)
					state <= 2'b00;					
				else
					state <= 2'b01;
			end
			1: begin
				state <= 2'b10;
				S <= FPmplier[31] ^ FPmcand[31];
				if(FPmplier == 32'b0 || FPmcand == 32'b0) begin
					E <= 9'b0;
					E_biased <= 9'b0;
					F <= mult_out[45:23];					
				end
				else if(mult_out[47] == 1'b1) begin
					E <= expo_out + 9'b1;
					E_biased <= expo_out + 9'd128;
					F <= mult_out[46:24];
				end	
				else begin
					E <= expo_out;
					E_biased <= expo_out + 9'd127;
					F <= expo_out[45:23];
				end
			end
			2: begin
				state <= 2'b0;
				Done <= 1'b1;
				if(E_biased > 8'b11111110)
					Ovf = 1'b1;
				if(E_biased < 8'b00000001)
					Unf = 1'b1;
				FPproduct <= {S, E_biased[7:0], F};
			end
			default: begin
				if(St == 1'b0)
					state <= 2'b00;					
				else
					state <= 2'b01;
			end
		endcase
	end 
endmodule
[design/flow/constraint.sdc]
current_design HW3_FPMUL_754SP

set clk_period 16.4
set clk_io_pct 0.2

create_clock -name clk0 -period $clk_period [get_ports {Clk}]

set non_clock_inputs [all_inputs -no_clocks]
set_input_delay [expr $clk_period * $clk_io_pct] -clock clk0 $non_clock_inputs
set_output_delay [expr $clk_period * $clk_io_pct] -clock clk0 [all_outputs]
==> results_slide.txt <==
Flow Results at a Glance

Timing
  • Worst slew pin tran: 0.823 ns
  • Fmax: 89.5 MHz
  • Final Hold Viols: 0
  • Rel. slew slack: 44.4%
  • Worst hold margin: 0.410 ns
  • Setup tns final: 0 ns
  • Setup Skew: 0.00522 ns
  • Period utilization: 68.1%
  • Max Slew Vio Count: 0
  • RSZ-0062 raised after global routing: no
  • Final setup vio count: 0
  • Period minus WS final: 11.17 ns
  • Final WS setup: 5.23 ns

Finish
  • Seq. cell area: 2050 µm²
  • Fillers: 7,393
  • Share of cells above drive strength 1: 3.96%
  • Comb area: 17,000 µm²
  • Area Overhead vs Synth: 11.5%
  • Fin util: 33.8%

Worst setup path
  • Setup crit start: FPmcand[8]
  • Worst EP arrival: 11.24 ns
  • Crit start category: primary input
  • Crit path to: F[20]
  • Crit Reg-Reg Startpoint: state[0]
  • Crit path DRT: 16.47 ns
  • Crit Path Class: in -> reg
  • Reg-to-Reg End: FPproduct[15]
  • Worst Reg-to-Reg Cells: 3
  • R2r setup slk: 14.66 ns
  • Worst Setup End Kind: flip-flop
  • Maximum fanout along the worst path: 17

Synthesis
  • Distinct lib cells used: 67
  • Post-synth area hogs: fa_1, ha_1, inv_1
  • Register area share after synthesis: 9.49%
  • Synth top cell by count: inv_1
  • Async set-reset flop share out of synthesis: 0%
  • YS warnings: 2
  • Largest area contributor in the netlist: fa_1
  • Synth Cell Area: 21,600 µm²
  • Chip Area, Yosys: 21,600 µm²
  • Top-area cell share: 44.6%
  • # Cells Yosys: 2,311
  • Flops after synth: 70
  • Dominant flop cell: edfxtp_1
  • Count of library flops with an enable pin: 65
  • Synth Instances: 2,311
  • Avg Cell Area, Syn: 9.36 µm²
  • Top cells by count: inv_1, fa_1, nand2_1

Job
  • Tool warnings: 28
  • Max-cap viol count: 0

Floorplan
  • Io pins: 101
  • Die extent in x: 270 µm
  • Starting Density: 30.3%
  • Chip Height: 270 µm
  • Num rows: 98
  • Core Area: 71,400 µm²
  • Chip area: 73,100 µm²

Clocking
  • CTS Root Cell: clkbuf_16
  • CTS tree: yes
  • Clk ins delay skew pair: 0.33 ns
  • Postcts setup bufs: 0
  • Post-cts sizing count: 0
  • # H-tree levels: 3
  • Clock Sinks: 70
  • Cts hold-fix bufs: 0
  • Cts bufs inserted: 9
  • CTS max path bufs: 2
  • CTS clock-pin slew for the worst setup and hold paths: 0.06 ns

Hold path
  • HP Class: reg -> reg
  • Hold Path Depth: 0

GRT
  • Initial antenna violation count: 3
  • Grt total ovfl: 0
  • Vias in the first global route: 17,300
  • Largest net degree at the start of global routing: 36
  • Overall routing resource usage: 18.4%
  • Global-route wire length before repair: 97,600 µm

Route
  • Inserted Diodes: 0
  • Detail Route Antenna Nets: 0
  • Drt pass-1 iters: 5
  • WL/cell: 18.1 µm
  • Post-route DRC: 0
  • Vias: 15,400
  • Total wire length: 60,300 µm
  • Vias per cell: 4.62
  • Initial DRC Count: 575

Place
  • Pre-CTS setup slack: 4.94 ns
  • IO Port Bufs: 100
  • Final HPWL DP: 45,300 µm
  • Placer congestion estimate: 0.935

Outcome
  • Status: completed
## per-stage QoR
step | cells | cell area [µm²]
2_1_floorplan | 2311 | 21600
3_3_place_gp | 3308 | 23800
3_5_place_dp | 3308 | 23800
4_1_cts | 3324 | 24100
5_1_grt | 3324 | 24100
6_report | 3324 | 24100
## cell type report
type / instances / share of cell area [%]
clock buffer: 13 / 1.12
tap: 950 / 4.93
multi-input combinational: 1543 / 70.3
inverter: 596 / 9.28
timing repair buffer: 149 / 5.68
clock inverter: 3 / 0.176
sequential: 70 / 8.51
## sequential cells by signal (all words and copies together) (netlist names)
name,cells
E_biased,9
state,2
F,23
Done,1
Unf,1
Ovf,1
S,1
FPproduct,32
## cell usage in the layout, fill, tap and decap left out, types with 12 or more instances in the layout
cell / synthesis / routed
edfxtp_1: 65 / 65
buf_4: 0 / 49
nor4_1: 19 / 19
a21oi_1: 39 / 39
o21ai_0: 19 / 19
nand3_1: 15 / 15
inv_1: 594 / 594
ha_1: 188 / 188
nand4_1: 12 / 12
mux2_2: 13 / 13
nand2_1: 292 / 292
fa_1: 482 / 482
a21o_1: 28 / 28
xor2_1: 15 / 15
and2_1: 240 / 240
nor2_1: 53 / 53
clkdlybuf4s50_1: 0 / 100
xnor2_1: 22 / 22
## critical path, cell delays in order
cell	delay (ns)
clkdlybuf4s50_1	0.90
clkinv_1	0.56
nor2_1	0.25
fa_1	0.46
fa_1	0.51
inv_1	0.04
fa_1	0.47
inv_1	0.05
fa_1	0.49
inv_1	0.05
fa_1	0.53
inv_1	0.05
fa_1	0.47
inv_1	0.05
fa_1	0.47
inv_1	0.04
ha_1	0.28
and3_1	0.20
o211a_1	0.24
o311ai_4	0.40
inv_1	0.10
o211ai_1	0.37
nand3b_1	0.26
a311o_1	0.38
xnor2_1	0.19
mux2i_1	0.10
## how the worst min path moves through the flow
stage	from	end	slack, ns
global route	F[9]	FPproduct[9]	0.42
finish	F[9]	FPproduct[9]	0.41
CTS	F[9]	FPproduct[9]	0.41
## routing by layer
| metal | GRT usage, % | vias up | part of all wire (%) |
|---|---|---|---|
| met4 | 5.53 | 6 | 3.9 |
| met3 | 7.97 | 117 | 11 |
| li1 | - | 6966 | - |
| met5 | 0 | - | 0.070 |
| met2 | 29.0 | 627 | 47 |
| met1 | 23.3 | 7654 | 38 |
## kinds of logic (layout without fill, tap and decap cells)
kind of cell    Yosys count  in the layout  synth area share, %
compound gates          145            145                 4.93
xor+xnor                 37             37                 1.50
fa+ha+maj               670            670                 55.5
buf+inv                 698            761                 12.2
flops                    70             70                 9.49
mux                      18             18                0.909
simple gates            673            673                 15.5
