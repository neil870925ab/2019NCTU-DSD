<file path="flow/run.sh">
#!/bin/bash
# OpenROAD 26Q1-2900-gdf79404cd8, Yosys 0.63+post, stock flow scripts
make -C /OpenROAD-flow-scripts/flow DESIGN_CONFIG=/design/flow/config.mk WORK_HOME=/design/flow/orfs finish
</file>
<file path="flow/config.mk">
export PLATFORM = sky130hd
export DESIGN_NAME = HW2_tapeplayer
export DESIGN_NICKNAME = HW2_tapeplayer
export VERILOG_FILES = /design/flow/design.v
export SDC_FILE = /design/flow/constraint.sdc
export NUM_CORES = 4
export LEC_CHECK = 1
export CORE_AREA = 10 10 70 70
export DIE_AREA = 0 0 80 80
</file>
<file path="flow/constraint.sdc">
current_design HW2_tapeplayer

set clk_period 1.5
set clk_io_pct 0.2

create_clock -name clk0 -period $clk_period [get_ports {Clk}]

set non_clock_inputs [all_inputs -no_clocks]
set_input_delay [expr $clk_period * $clk_io_pct] -clock clk0 $non_clock_inputs
set_output_delay [expr $clk_period * $clk_io_pct] -clock clk0 [all_outputs]
</file>
<file path="flow/design.v">
module HW2_tapeplayer(Clk, PL, RE, FF, ST, M, P, R, F);
input Clk, PL, RE, FF, ST, M;
output reg P, R, F;
reg [2:0] state, nextstate;
parameter ini = 0;
parameter rewind = 1;
parameter play = 2;
parameter fastforward = 3;
parameter slowbackward = 4;
parameter slowforward = 5;
initial	begin
	state = 0;
	nextstate = 0;
	P = 0;
	R = 0;
	F = 0;
end
always @(posedge Clk) begin
	state <= nextstate;
end
always@(state, PL, RE, FF, ST, M) begin
	R = 0;
	P = 0;
	F = 0;
	case(state)
		0:	 
			begin
				if(RE == 1)
					nextstate = rewind;
				else if(PL == 1)
					nextstate = play;
				else if(FF == 1)
					nextstate = fastforward;
				else
					nextstate = ini; 
			end
		1:	 
			begin
				R = 1;
				if((ST == 1) || (FF == 1))
					nextstate = ini;
				else if(PL == 1)
					nextstate = play;
				else
					nextstate = rewind;
			end
		2:	 
			begin
				P = 1;
				if((ST == 1) || (PL == 0))
					nextstate = ini;
				else if((PL == 1) && (RE == 1))
					nextstate = slowbackward;
				else if((PL == 1) && (FF == 1))
					nextstate = slowforward;
				else
					nextstate = play;
			end
		3:	 
			begin
				F = 1;
				if((ST == 1) || (RE == 1))
					nextstate = ini;
				else if(PL == 1)
					nextstate = play;
				else
					nextstate = fastforward;
			end
		4:	 
			begin
				R = 1;
				if(ST == 1)
					nextstate = ini;
				else if((ST == 0) && (M == 0))
					nextstate = play;
				else
					nextstate = slowbackward;
			end
		5:	 
			begin
				F = 1;
				if(ST == 1)
					nextstate = ini;
				else if((ST == 0) && (M == 0))
					nextstate = play;
				else 
					nextstate = slowforward;
			end	
	endcase
end
endmodule
</file>
==> out/results.ini <==
[outcome]
status=finished clean

[floorplan]
fp_util_pct=9.853
core_area_sq_um=3416
dieArea_sq_um=6400
ios=9
die_x_um=80
fp-row-count=21
die_h_um=80

[final_layout]
layout_top_cells=buf_4 (8), clkdlybuf4s50_1 (5), nor2_1 (4)
nFillCells=385
drive_gt1_share_pct=33.90
final_common_cell=buf_4
syn_to_final_growth_pct=71.00

[placed_design]
portBuffers=8
pre_cts_ws_ns=0.06525
routabilityCongestion=0.8448
place_hpwl_um=715.3

[worst_setup_path]
critical_path_depth=4
required_ns=1.20
critical_path_class=reg2out
end_kind=output pin
slowest_delay_ns=0.34
crit_path_max_fanout=3
cp_slowest_cell=dfxtp_4
crit_chain=buf_4, xor2_1, and2_1, clkdlybuf4s15_1
start_kind=flip-flop
crit_buf_inv=2
path_delay_family=flip-flops
worstPathArrival_ns=1.14

[sta]
finalSetupTns_ns=0
unconstrained_endpoints=6
finalCritPeriodShare_pct=96.22
fin_crit_ns=1.443
drv_slew=0
tightest_slew_ns=0.3444
grt_setup_unrepaired=false
relSlewSlack_pct=76.86
unclocked_regs=3
max_freq_mhz=692.9
hold_viol_final=0
final-setup-viol-count=0
holdWs_ns=1.124
worst_slack_ns=0.05669

[detailed_routing]
vias=381
dr.first_iter.drc_count=54
antenna_cells=0
drc=0
ant_nets=0
wl_per_cell_um=9.314
dr.pass1.iters=4
wl_um=978
viasPerCell=3.629

[pwr]
power.density_nw_per_um2=435.7
p_int_uw=192.8
ir_drop_mv=0.07557
switching_power_uw=57.95
power.leakage_nw=0.2419
swShare_pct=23.11
seqPwrFrac_pct=30.7
clockPowerShare_pct=56.1
p_comb_share_pct=13.3

[synth]
syn_area_sq_um=336.6
top_area_share_pct=17.84
synth_flops=6
avgSynthCellArea_sq_um=8.414
ys_cells=40
yosys.cell_types.count=24
yosysTopAreaCell=dfxtp_1
synth_chip_area_sq_um=336.6
yosys_warnings=1
synthCells=40
synth.area.top_cells=dfxtp_1 (18%), dlxtn_1 (13%), nor3b_1 (6.7%), a31oi_1 (5.6%), nor2_1 (5.6%)

[global_route]
grt_pass1_wl_um=1649
antenna_found_initial=0
globalRoute.totalOverflow=0
grt_max_degree=9
grt_pass1_vias=403
track_usage_pct=3.016

[job]
warnings=26
maxCapViolations=0

[clocking]
cts_tree=built
clockBufferDepth=2
cts_root_buf=clkbuf_4
cts_buffers=3
htreeDepth=1
hold_buffers=0
clkTransAtPathRegs_ns=0.04

[hold_path]
hp-class=reg2out
whs_path_depth=3

stage by stage:
step	util (%)	total power [mW]	instances	cell area, sq um
2_1_floorplan	-	0.09109	40	336.6
3_3_place_gp	14.29	0.1149	96	488.0
3_5_place_dp	14.29	0.1142	96	488.0
4_1_cts	16.30	0.2589	104	556.8
5_1_grt	16.85	0.2652	105	575.6
6_report	16.85	0.2508	105	575.6
power groups by stage:
stage / Clock, mW / Sequential (mW) / Combinational (mW)
4_1_cts: 0.149 / 0.0769 / 0.0327
5_1_grt: 0.152 / 0.0769 / 0.0367
6_report: 0.141 / 0.0769 / 0.0332
routing by layer:
layer,up-vias,share of wire [%],global-route usage (%),wire (um)
met1,175,45,3.743,436
li1,186,-,-,-
met5,-,0,0,0
met2,18,47,4.976,464
met4,0,1.5,1.232,15
met3,2,6.2,0.5682,61
cells in the mapped netlist:
cell type	count
buf_6	1
xnor2_1	1
nor3b_1	3
nand2_1	1
a31oi_1	3
a41oi_1	1
nand3_1	1
nand4_1	2
a221oi_2	1
nor3_1	1
mux2i_1	1
nand4b_1	1
buf_2	1
o22a_1	1
a311oi_1	1
nor3b_2	1
dfxtp_1	3
or3_4	1
inv_1	3
xor2_1	1
and2_1	1
dlxtn_1	3
nor2_1	5
o21ai_0	2
area by class of cell:
type                            count  area, sq um  area share (%)
Sequential cell                     6        113.9           19.78
Inverter                            3        11.26           1.957
Timing Repair Buffer               17        152.6           26.52
Multi-Input combinational cell     29        214.0           37.17
Clock buffer                        4        26.28           4.565
Tap cell                           46        57.56           10.00
worst paths after layout:
check,startpoint,end,slack (ns)
worst max-delay path,state[2],F,0.06
worst min-delay path,state[1],R,1.12
timing repair:
| action | in CTS | in global routing |
|---|---|---|
| buffers inserted | 4 | 1 |
| resized | 9 | 3 |
| cloned | 0 | 0 |
| setup endpoints to repair | 3 | 2 |
| pin swaps | 3 | 1 |
kinds of logic after synthesis:
| logic type | after synthesis | synth area share [%] |
|---|---|---|
| xor gates and xnor gates | 2 | 5.205 |
| muxes | 1 | 2.974 |
| AOI/OAI and AO/OA | 9 | 20.82 |
| buffers and inverters | 5 | 8.177 |
| latches | 3 | 13.38 |
| DFF | 3 | 17.84 |
| and+or+nand+nor | 17 | 31.59 |
flip-flops by register name, summed over array words and instances, names as in the netlist:
signal	flops
nextstate	3
state	3
Power figures rest on the tool's default switching activity, not on a simulated workload.
