### /design/flow/run.sh
#!/bin/bash
# OpenROAD 26Q1-2900-gdf79404cd8, Yosys 0.63+post, stock flow scripts
make -C /OpenROAD-flow-scripts/flow DESIGN_CONFIG=/design/flow/config.mk WORK_HOME=/design/flow/orfs finish
### /design/flow/config.mk
export PLATFORM = sky130hd
export DESIGN_NAME = HW_3_SQTA_microprogram
export DESIGN_NICKNAME = HW_3_SQTA_microprogram
export VERILOG_FILES = /design/flow/design.v
export SDC_FILE = /design/flow/constraint.sdc
export NUM_CORES = 4
export LEC_CHECK = 1
export CORE_AREA = 10 10 70 70
export DIE_AREA = 0 0 80 80
### /design/flow/constraint.sdc
current_design HW_3_SQTA_microprogram

set clk_period 1.5
set clk_io_pct 0.2

create_clock -name clk0 -period $clk_period [get_ports {Clk}]

set non_clock_inputs [all_inputs -no_clocks]
set_input_delay [expr $clk_period * $clk_io_pct] -clock clk0 $non_clock_inputs
set_output_delay [expr $clk_period * $clk_io_pct] -clock clk0 [all_outputs]
### /design/flow/design.v
module HW_3_SQTA_microprogram (Clk,X1,X2,X3,Z1,Z2,Z3);
   input  Clk;
   input  X1,X2,X3;
   output Z1,Z2,Z3;
   reg    Z1,Z2,Z3;
   reg    [2:0]state;
   reg    [2:0]NSF;
   reg    [2:0]NST;
   reg   [1:0]test;
   reg    q; 
parameter  S0 = 3'b000, S01 = 3'b001, S02 = 3'b010, S03 = 3'b011;
parameter  S04 = 3'b100, S1 = 3'b101, S2 = 3'b110;
initial 
  begin
  	state = S0;
  	NSF = S02; NST = S01;
       test = 2'b10;
 end
always @(X1,X2,X3) begin
	case(test)
	 2'b00:begin
	 	    q = 1;
	       end
	 2'b01:begin
	 	    q = X1;
	       end
	 2'b10:begin
	 	    q = X2;
	       end
   default:begin
	 	    q = X3;
	       end
	 endcase
end
always @(X1,X2,X3,state) begin
	Z1 = 0;
        Z2 = 0;
        Z3 = 0;
	case(state)
	  S0:begin
	  	   NSF <= S02; NST <= S01;
                   test <= 2'b10;
	     end
	 S01:begin
	 	   NSF <= S03; NST <= S04;
	 	   test <= 2'b01;
	 	   Z1 = 1;
	     end
	 S02:begin
	 	   NSF <= S1; NST <= S1;
	 	   test <= 2'b00;
	 	   Z2 = 1;
	     end
	 S03:begin
	 	   NSF <= S2; NST <= S2;
	 	   test <= 2'b00;
	 	   Z3 = 1;
	     end
	 S04:begin
	 	   NSF <= S1; NST <= S2;
	 	   test <= 2'b11;
	     end
	  S1:begin
	  	   NSF <= S1; NST <= S2;
	  	   test <= 2'b10;
	  	   Z1 = 1;
	     end
	  S2:begin
	  	   NSF <= S1; NST <= S0;
	  	   test <= 01;
	  	   Z1 = 1;
	     end
	endcase
end
always@(posedge Clk) begin
	case(q)
     0:begin
     	state <= NSF;
       end
     1:begin
     	state <= NST;
       end
    endcase
end
endmodule
==> run notes <==
Implementation results.

The routed wire length per instance is about 7.2 um. Of the cells placed in the final design, the portion with a size suffix greater than 1 is 0.346. The count of unclocked register or latch pins is 8.

The final layout contains routed wiring with a total length of 701 um. Max-slew check failures listed in the final report amount to 0. The number of global-route vias before repair is around 240. The most numerous cell in the Yosys netlist is dlxtn_1. The max-slew check reports its worst relative slack as 0.716. The floorplan die area is between 6000 and 7000 um^2.

The worst VDD IR drop from the latest analysis is 0.127 mV. Of the total power, registers draw 0.337. The switching portion of total power comes to 0.216. The filler cells instantiated in the layout total between 300 and 400. The report shows a maximum critical-path fanout of 6. The wire length of the first global-routing pass is roughly 1000 um. In the floorplan report the effective utilization is 0.105. STA classifies the critical path startpoint as a flop. The gate count of the mapped netlist is 37. The overflow left after global routing is 0. The met1 track utilization from global routing is 0.0240. Per the OpenROAD floorplan log, the area of the core is around 3400 um^2.

The internal portion of total power is about 0.0002 W. The stage-log warning count is 26. 8 endpoints have no timing constraint.

The number of buffers added by the clock tree synthesis step is 3. The fraction of synthesis flops using an asynchronous set or reset pin is 0. The number of antenna diodes is 0.

The met3 routing resource usage after global routing is 0.0136. The slew at the pin with the worst max-slew slack is between 400 and 500 ps. In this run the tool buffered the top-level ports with 6 buffer cells. The post-synthesis average cell area is between 9 and 10 um^2. The count of routing violations after the opening detailed-route iteration is 23.

The critical path in this run is classified as flop to primary output. STA reports the tightest min-delay check as being of type primary input to flop. Per the post-route antenna check, the number of violating nets is 0. The number of DRC violations after detailed routing is 0. According to the Yosys statistics, the synthesized design has a chip area of ~360 um^2. Data on the critical path arrives at its endpoint at roughly 1100 ps. Across the run, the number of max-cap violations was 0. The maximum number of pins on one net before global-route repair is 10.

The flow ran to the end, and the final reports show no timing, DRC or antenna violations. The all-layer global routing usage is 0.0197. The timing-limited maximum frequency is between 700 and 800 MHz. After layout, the design draws a total of roughly 0.00026 W. The post-route minimum period is 1420 ps.

The layer with the highest usage after global routing is met2. Of the total power, combinational logic draws 0.126. The standard-cell row count is 21. The total leakage power is 0.258 nW. Of the total power, the clock network draws 0.538. For this run, the number of Yosys warnings is 1. The layout overhead on the synthesized area is 57.7%. The cell total in the yosys stat output is 37. Once layout is done, the placed cells without fillers occupy about 560 um^2.

STA puts the critical path data required time at 1200 ps. Among all flip-flop cells after synthesis, the most frequent one is dlxtn_1. The final tally of setup violations is 0. The overall via count from detail_route is 300. In this run the power density over the cells is approximately 460 nW/um^2. The final standard cell utilization of the core is 0.165.

The clock tree root driver cell is clkbuf_4. Summed over all nets, the switching power comes to between 0.00005 and 0.00006 W. The area fraction of the largest cell type after synthesis is 0.336. Note, the detailed placer reported a final HPWL of 520 um. After synthesis, the netlist uses 16 different library cells.

For reference, the top cells by area after synthesis are dlxtn_1 34%, dfxtp_1 17%, mux2_1 9.4%, mux2i_1 8.4%, buf_2 4.2%. The vertical die dimension reported for this design is approximately 80 um. Summed over all instances, the cell type with the most area after synthesis is dlxtn_1. The routed via count divided by cell count is roughly 3. In this run, synthesis produced a sequential element count of 11. The worst setup path is captured at a primary output. The routability-driven placement congestion ratio is between 0.7 and 0.8. The number of enable flip-flop cells is 0. CTS built an H-tree with a depth of 1. The iteration count recorded for the first detailed-route pass is 2. The number of antenna violations at the first check in global routing is 0.

The I/O pin count is 7. The final hold violation count is 0. The clock transition at the register clock pins on the worst setup and hold paths after CTS is roughly 40 ps. Per the OpenROAD floorplan log, the width of the die is ~80 um. The number of hold buffers added after cts is 0. The placed instances occupy a cell area of between 400 and 500 um^2.

Before any placement, the netlist area is recorded as 358 um^2. The share of the cycle needed by the critical path after routing is 0.945. The CTS tree is done. The global routing report lists met2 layer usage as 0.0281. In this run the deepest clock path goes through 2 buffers.
## path summary, 6_finish.rpt
check / start / endpoint / slack [ps] / cells past startpoint
worst max-delay path: state[0]$_DFF_P_ / Z1 / 80 / 4
worst min-delay path: X2 / state[1]$_DFF_P_ / 950 / 4
## cells in the final DEF, fill, tap and decap left out, drive strengths merged, types with 2 or more instances in the layout
master         n
nand2          2
o21ai          3
nor3b          2
a21oi          3
dfxtp          3
dlygate4sd2    2
dlxtn          8
mux2           3
mux2i          3
clkbuf         4
o21bai         2
buf            8
clkdlybuf4s50  3
nor2           2
## flip-flops by register name, indices dropped and copies added, names as in the netlist
| name | cells |
|---|---|
| NSF | 3 |
| state | 3 |
| test | 2 |
| NST | 3 |
## power by group through the flow
stage	Sequential, W	Clock, W	Combinational (W)
CTS	0.0000881	0.000147	0.0000295
global route	0.0000886	0.000153	0.0000366
finish	0.0000881	0.000141	0.0000329
## layer usage
metal | routed length, um | share of wire | up-vias
li1 | - | - | 153
met1 | 323 | 0.46 | 139
met2 | 306 | 0.44 | 6
met3 | 66 | 0.094 | 2
met4 | 5 | 0.0071 | 0
met5 | 0 | 0 | -
## layout make-up
type | count | area (um^2) | share of cell area
Clock buffer | 4 | 26.3 | 0.0466
Tap cell | 46 | 57.6 | 0.102
Timing Repair Buffer | 14 | 120 | 0.213
Sequential cell | 11 | 188 | 0.333
Multi-Input combinational cell | 22 | 169 | 0.299
Inverter | 1 | 3.75 | 0.00665
## critical path, stage by stage (launching register included)
cell,delay (ps)
dfxtp_4,360
buf_4,130
nand2b_1,80
o21ai_0,80
dlygate4sd2_1,240
## repair_timing
action,CTS,global route
cloned,0,0
resized,7,3
hold endpoints to repair,0,0
setup endpoints to repair,3,1
setup buffers,0,4
pin swaps,0,1
## logic make-up (layout without fill, tap and decap cells)
kind of cell / count (synthesis) / count (layout) / share of synthesized area
multiplexers: 6 / 6 / 0.178
flip-flops: 3 / 3 / 0.168
latches: 8 / 8 / 0.336
AND/OR/NAND/NOR: 8 / 8 / 0.129
buffers and inverters: 4 / 19 / 0.0524
AND-OR/OR-AND: 8 / 8 / 0.136
## per-stage QoR
step	instances	setup TNS (ps)	hold WS (ps)	setup WS [ps]
after floorplan	37	0	649	506
after global placement	90	-7.59	1140	-3.58
after detailed placement	90	-30.0	1130	-11.1
after CTS	94	-98.1	949	-98.1
after global routing	98	-3.98	977	-3.98
final	98	0	946	82.1
Power and IR drop assume default switching activity.
